--- flow/run.sh ---
#!/bin/bash
# OpenROAD 26Q1-2900-gdf79404cd8, Yosys 0.63+post, stock flow scripts
make -C /OpenROAD-flow-scripts/flow DESIGN_CONFIG=/design/flow/config.mk WORK_HOME=/design/flow/orfs finish
--- flow/design.v ---
module ParShiftReg
    (
    input           clk,     
    input           SerIn,   
    input   [7:0]   ParIn,   
    input           load,    
    output          qout);   
reg [8:0]   temp;
always @(posedge(clk))  begin     
        if(load) begin                   
            temp[8:1] <= ~ParIn[7:0];       
            temp[0] <= !SerIn;
            end
        else begin                           
            temp = temp << 1;                
        end
    end
assign qout = !temp[8];
endmodule
--- flow/config.mk ---
export PLATFORM = sky130hd
export DESIGN_NAME = ParShiftReg
export DESIGN_NICKNAME = ParShiftReg
export VERILOG_FILES = /design/flow/design.v
export SDC_FILE = /design/flow/constraint.sdc
export NUM_CORES = 4
export LEC_CHECK = 1
export CORE_AREA = 10 10 70 70
export DIE_AREA = 0 0 80 80
--- flow/constraint.sdc ---
current_design ParShiftReg

set clk_period 1.0
set clk_io_pct 0.2

create_clock -name clk0 -period $clk_period [get_ports {clk}]

set non_clock_inputs [all_inputs -no_clocks]
set_input_delay [expr $clk_period * $clk_io_pct] -clock clk0 $non_clock_inputs
set_output_delay [expr $clk_period * $clk_io_pct] -clock clk0 [all_outputs]
==> impl_metrics.csv <==
group,metric,value,unit
floorplan,core_util_floorplan,0.0912,
cells_and_area,final-instance-count-excl-fill,89,
placement,place_inst,85,
synth,postSynthRegisterBits,9,
setup_path,regToRegSetupSlack,0.47,ns
clocking,ctsLongestPathBuffers,2,
worst_hold_path,min_from,"temp[7]$_DFF_P_",
clocking,cts_buffers,3,
grt,grt_overflow,0,
drt,post_drt_via_cell_ratio,2.37,
synth,synth.yosys.seq_area_share,0.578,
setup_path,worstSetupPathType,"reg2out",
drt,wire_per_inst,6.69,um
cells_and_area,fraction_of_layout_instances_using_a_drive_strength_above_1,0.140,
final_timing,max_slew.worst_pin.slew,0.110,ns
clocking,cts_root_buffer,"sky130_fd_sc_hd__clkbuf_4",
power,ir_worst_vdd,0.539,mV
floorplan,chip_area,6400,um2
drt,drt-total-wl,595,um
final_timing,max_clock_freq,1150,MHz
flow_run,stage_log_warnings,25,
synth,number_of_cell_instances_after_yosys_synthesis,28,
clocking,cts_setup_buffers,0,
power,cellPowerDensity,1490,nW/um2
cells_and_area,final_cell_area,510,um2
floorplan,floorplan.io_pins,12,
clocking,clock-sinks,9,
floorplan,rows,21,
drt,num_antenna_cells,0,
final_timing,grt_setup_unrepaired,"no",
drt,final_antenna_net_count,0,
clocking,clkTransAtPathRegs,0.05,ns
setup_path,critPathMaxFanout,1,
setup_path,worst_ep_required_time,0.80,ns
setup_path,worst_ep_arrival_time,0.67,ns
clocking,worst_skew_late_latency,0.25,ns
synth,netlist.top_cell.by_area,"sky130_fd_sc_hd__dfxtp_1",
drt,drt_iter0_drc,0,
final_timing,period_needed,0.871,ns
placement,dp.final_hpwl,512,um
worst_hold_path,worstHoldPathType,"reg2reg",
cells_and_area,layout_top_cells,"sky130_fd_sc_hd__clkdlybuf4s50_1 (10), sky130_fd_sc_hd__inv_1 (9), sky130_fd_sc_hd__mux2i_1 (8), sky130_fd_sc_hd__dfxtp_1 (8), sky130_fd_sc_hd__clkbuf_4 (3)",
synth,synth.yosys.warnings,1,
synth,synth_chip_area,312,um2
power,total_leakage_power,0.236,nW
cells_and_area,synthToLayoutAreaGrowth,63.9,%
synth,synth_cell_type_count,5,
placement,gpl.final_weighted_congestion,0.677,
power,power.switching_fraction,0.192,
final_timing,timing.final.max_slew_violations,0,
cells_and_area,largest_register_ffs,9,
setup_path,cp-end-kind,"output pin",
synth,ys_top_cells_by_area,"sky130_fd_sc_hd__dfxtp_1 (58%), sky130_fd_sc_hd__mux2i_1 (26%), sky130_fd_sc_hd__inv_1 (11%)",
cells_and_area,mostFrequentLayoutCell,"sky130_fd_sc_hd__clkdlybuf4s50_1",
grt,grt_start_max_net_pins,10,
final_timing,report.final.hold_viol_count,0,
grt,global_route_wire_length_before_repair,1010,um
setup_path,cp-start-kind,"flop",
drt,first_pass_drt_iterations,1,
power,p_comb_frac,0.126,
floorplan,dieHeight,80,um
final_timing,fin_crit_sh,0.871,
clocking,htree_num_levels,1,
setup_path,critical_path_origin,"temp[8]$_DFF_P_",
grt,grt_antenna_before_repair,0,
floorplan,dieWidth,80,um
power,report.power.total,759,uW
cells_and_area,largest_registers,"temp x9",
placement,io_buffers,11,
flow_run,max_cap_violations,0,
clocking,cts_tree,"yes",
drt,remaining_drc_errors,0,
synth,synth_largest_type_area_fraction,0.578,
run_status,status,"complete, no violations",
synth,synthesis.area_per_instance,11.1,um2
placement,place_area,488,um2
power,share_seq_of_total_power,0.530,
floorplan,area_of_the_core,3420,um2
cells_and_area,max_flop_register,"temp",
power,switching_power,145,uW
grt,grt_pass1_vias,241,
final_timing,tightest_slew_margin_relative_to_the_limit,0.925,
final_timing,finalSetupViolCount,0,
setup_path,rr_startpoint,"temp[0]$_SDFF_PN0_",
grt,track_usage,0.0214,
power,power_frac_clock,0.344,
drt,detailroute.via_count,211,
synth,number_of_standard_cells_after_synthesis,28,
final_timing,whs,0.427,ns
power,pint,613,uW
final_timing,fin_worst_skew,0.000426,ns
synth,combined_area_of_all_synthesized_cells,312,um2
-- final cells by class --
cell class / instances / area [um2]
clock buffer: 4 / 26.3
timing repair buffer: 12 / 125
sequential: 9 / 181
inverter: 9 / 33.8
multi-input combinational: 9 / 86.3
tap: 46 / 57.6
fill: 398 / 2910
-- Yosys cell counts --
cell type,instances
sky130_fd_sc_hd__dfxtp_1,9
sky130_fd_sc_hd__buf_6,1
sky130_fd_sc_hd__nor2b_1,1
sky130_fd_sc_hd__mux2i_1,8
sky130_fd_sc_hd__inv_1,9
-- stage by stage --
| stage | setup slack [ns] | setup TNS (ns) | utilization |
|---|---|---|---|
| floorplan | 0.447 | 0 | - |
| global placement | -0.0928 | -0.733 | 0.143 |
| detailed placement | -0.106 | -0.802 | 0.143 |
| CTS | 0.0390 | 0 | 0.151 |
| global route | 0.0757 | 0 | 0.149 |
| finish | 0.129 | 0 | 0.149 |
-- per-layer routing --
layer	up-vias	GRT usage	wire (um)
met4	0	0.00352	0
li1	113	-	-
met3	0	0.0250	123
met5	-	0	0
met2	15	0.0217	142
met1	83	0.0276	329
-- critical path: stages, from the launching register on --
cell and delay (ns):
sky130_fd_sc_hd__dfxtp_2 0.30, sky130_fd_sc_hd__inv_1 0.04, sky130_fd_sc_hd__clkbuf_2 0.08
-- path summary, 6_finish.rpt --
| check | depth (start not counted) | end |
|---|---|---|
| max | 2 | qout |
| max reg2reg | 2 | temp[1]$_DFF_P_ |
| min | 2 | temp[8]$_DFF_P_ |
| min reg2reg | 2 | temp[8]$_DFF_P_ |
-- timing repair --
item                                    in CTS  in global routing
resized                                      2                  2
endpoints found under the hold margin        0                  0
endpoints found under the setup margin       1                  1
hold buffers                                 0                  0
-- power groups by stage --
stage	clock network, mW	logic [mW]	registers [mW]
6_report	0.261	0.0959	0.402
5_1_grt	0.305	0.107	0.404
4_1_cts	0.275	0.100	0.401
-- cells by family after synthesis --
group | after synthesis | share of synthesized area
flops | 9 | 0.578
mux | 8 | 0.257
buf+inv | 10 | 0.145
simple gates | 1 | 0.0201
Power is estimated from default activity; no workload was simulated.
