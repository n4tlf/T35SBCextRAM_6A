`/design/flow/config.mk`:
```
export PLATFORM = sky130hd
export DESIGN_NAME = cpuDIMux
export DESIGN_NICKNAME = cpuDIMux
export VERILOG_FILES = /design/flow/design.v
export SDC_FILE = /design/flow/constraint.sdc
export NUM_CORES = 4
export LEC_CHECK = 1
export CORE_AREA = 10 10 72 72
export DIE_AREA = 0 0 82 82
```
`/design/flow/constraint.sdc`:
```
current_design cpuDIMux

set clk_period 2.1
set clk_io_pct 0.2

create_clock -name clk0 -period $clk_period [get_ports {pll0_250MHz}]

set non_clock_inputs [all_inputs -no_clocks]
set_input_delay [expr $clk_period * $clk_io_pct] -clock clk0 $non_clock_inputs
set_output_delay [expr $clk_period * $clk_io_pct] -clock clk0 [all_outputs]
```
`/design/flow/design.v`:
```
module cpuDIMux
    (
    input [7:0] romData,
    input [7:0] ramaData,
    input [7:0] s100DataIn,
    input [7:0] ledread,
    input [7:0] iobyte,
    input   reset_cs,
    input   rom_cs,
    input   ram_cs,
    input   inPortcon_cs,
    input   inLED_cs,
    input   iobyteIn_cs,
    input   pll0_250MHz,
    output wire [7:0] outData
    );
reg [7:0] selectedData;
always @(posedge pll0_250MHz) begin
    if (rom_cs)
        selectedData <= romData;
    else if(inPortcon_cs)
        selectedData <= s100DataIn;
    else if (ram_cs)
        selectedData <= ramaData;
    else if (inLED_cs)
        selectedData <= ledread;
    else if (iobyteIn_cs)
        selectedData <= iobyte;
    else if (reset_cs)
        selectedData <= 8'h00;    
    end
    assign outData = selectedData;
endmodule
```
`/design/flow/run.sh`:
```
#!/bin/bash
# OpenROAD 26Q1-2900-gdf79404cd8, Yosys 0.63+post, stock flow scripts
make -C /OpenROAD-flow-scripts/flow DESIGN_CONFIG=/design/flow/config.mk WORK_HOME=/design/flow/orfs finish
```
==> impl_metrics.py <==
# Auto-generated metrics
metrics = {
    "clock_tree": {
        "post_cts_resized": 0,
        "hold_buffers": 0,
        "cts_max_level": 1,
        "clock-root-buffer": "clkbuf_8",
        "tritoncts": "done",
        "clock_path_buffers": 2,
        "path_clk_slew_ps": 40,
        "numCtsBuffers": 3,
        "post_cts_buffers": 0,
        "clock-sinks": 8,
    },
    "cells_and_area": {
        "final_cell_mix": "clkdlybuf4s50_1 (54), nand2_1 (16), nand3b_1 (8), a41oi_1 (8), edfxtp_1 (8)",
        "largestRegisters": "selectedData x8",
        "area_growth_pct": 116,
        "post-route-cell-area_um2": 1200,
        "drive_above_1_share_pct": 6.84,
        "regMostFlops": "selectedData",
        "largest_register_ffs": 8,
        "lay_top_count": "clkdlybuf4s50_1",
    },
    "logic_synthesis": {
        "synth_warnings": 1,
        "syn_area_per_cell_um2": 9.28,
        "edf_count": 8,
        "synth-seq-area-share_pct": 43.1,
        "ys_area_um2": 557,
        "flop_cell": "edfxtp_1",
        "synthCells": 60,
        "top_area_share_pct": 43.1,
        "syn_area_um2": 557,
        "yosys_cells": 60,
        "topCellsByArea": "edfxtp_1 (43%), a41oi_1 (13%), nand2_1 (11%)",
        "post-synth-top-area-cell": "edfxtp_1",
        "synth.distinct_cells": 15,
        "synth_flops": 8,
        "synthArstFlopShare_pct": 0,
    },
    "detailed_routing": {
        "postRouteAntennaNets": 0,
        "avgRoutedWirePerCell_um": 14.9,
        "drc_errors": 0,
        "drt_pre_antenna_iters": 4,
        "avgViaCountPerCell": 4.23,
        "routed_wl_um": 2460,
        "antenna_cells": 0,
        "vias": 698,
        "drtIter0Drc": 8,
    },
    "global_route": {
        "grt_busiest_layer": "met2",
        "grt_usage_pct": 7.36,
        "grt_start_max_net_pins": 10,
        "gr-usage-met2_pct": 11.1,
        "grt_util_met1_pct": 9.27,
        "grt_pass1_vias": 783,
        "grt.overflow.total": 0,
        "antenna_found_initial": 0,
        "met3_usage_pct": 4.30,
        "grt_pass1_wl_um": 3840,
    },
    "placement": {
        "dpl_cell_area_um2": 1160,
        "dp_hpwl_um": 2160,
        "io_buffers": 54,
        "gp_congestion": 0.784,
        "preCtsSetupSlack_ps": 220,
    },
    "final_timing": {
        "hold_ws_ps": 920,
        "max_freq_ghz": 0.610,
        "fin_setup_tns_ps": 0,
        "final.period_utilization_pct": 78.1,
        "finalSetupViolCount": 0,
        "post-route-min-period_ps": 1640,
        "slew_headroom_pct": 74.1,
        "finalHoldViolations": 0,
        "rsz0062_at_grt": "false",
        "drv_slew": 0,
        "worstMarginPinSlew_ps": 387,
        "fin_ws_ps": 460,
    },
    "floorplanning": {
        "die_w_um": 82,
        "die_y_um": 82,
        "core_um2": 3690,
        "chip_area_um2": 6720,
        "rows": 22,
        "fp_util_pct": 15.1,
        "ios": 55,
    },
    "power": {
        "total_power_w": 0.000556,
        "max-vdd-ir-drop_v": 0.000176,
        "power.leakage_nw": 0.412,
        "power_density_nw_per_um2": 461,
    },
    "run_status": {
        "status": "finished clean",
    },
    "critical_path": {
        "crit_required_ps": 2150,
        "cp-start-kind": "input port",
        "endpoint_kind": "flip-flop",
        "criticalPathCategory": "input port to flip-flop",
        "cp.arrival_ps": 1690,
        "cp_max_fo": 8,
    },
    "job": {
        "maxCapViolCount": 0,
        "tool_warnings": 25,
    },
    "hold_path": {
        "min_path_type": "input port to flip-flop",
    },
}
==> through the flow <==
stage | cells | util [%]
6_report | 165 | 32.7
5_1_grt | 165 | 32.7
4_1_cts | 165 | 32.7
3_5_place_dp | 162 | 31.5
3_3_place_gp | 162 | 31.5
2_1_floorplan | 60 | -
==> final cells by class <==
class / count / area (µm²)
repair buffers: 58 / 571
well taps: 48 / 60.1
flip-flops and latches: 8 / 240
inverters: 1 / 3.75
clock buffers: 3 / 41.3
fillers: 391 / 2480
multi-input cells: 47 / 289
==> power breakdown <==
part / switching [W] / total [W] / internal [W]
combinational: 0.0000491 / 0.000176 / 0.000127
sequential: 0.00000482 / 0.000201 / 0.000196
clock: 0.0000557 / 0.000179 / 0.000124
==> synth_stat cells, drive strengths merged (3+ instances only) <==
cell / count
nand3b: 8
a41oi: 8
buf: 4
nand2: 16
o22ai: 7
nor2: 3
edfxtp: 8
==> routing by layer <==
metal,share of wire (%),vias up
met4,0.20,0
met1,44,310
met2,44,39
li1,-,347
met5,0,-
met3,12,2
==> worst paths after layout <==
check,startpoint,end,slack (ps),cells after the start
setup / recovery,inLED_cs,selectedData[0],460,4
hold / removal,iobyte[6],selectedData[6],920,3
==> kinds of logic (layout without fill, tap and decap cells) <==
group / after synthesis / after routing / share of synthesized area (%)
and+or+nand+nor: 31 / 31 / 30.6
buffers and inverters: 5 / 62 / 4.94
DFF: 8 / 8 / 43.1
AOI/OAI and AO/OA: 16 / 16 / 21.3
==> worst max-delay path, stage by stage <==
cell             delay (ps)
clkdlybuf4s50_1         540
nor3b_4                 410
nand2_1                  90
a41oi_1                 220
Power and IR drop assume default switching activity.
